==> /design/flow/design.v <==
module five_bit_padder(A, B, S, Cout, V);
input [4:0] A;
input [4:0] B;
output [4:0] S;
output Cout, V;
wire c1, c2, c3, c4;
full_adder F1 (A[0], B[0], 0, S[0], c1);
full_adder F2 (A[1], B[1], c1, S[1], c2);
full_adder F3 (A[2], B[2], c2, S[2], c3);
full_adder F4 (A[3], B[3], c3, S[3], c4);
full_adder F5 (A[4], B[4], c4, S[4], Cout);
wire na3, nb3, ns3;
not (na3, A[4]);
not (nb3, B[4]);
not (ns3, S[4]);
wire v1, v2;
and Vand1 (v1, na3, nb3, S[4]);
and Vand2 (v2, A[4], B[4], ns3);
or Vor (V, v1, v2);
endmodule
module full_adder(x, y, cin, sum, cout);
input x, y, cin;
output sum, cout;
wire w1, w2, w3;
half_adder HA1(x, y, w1, w2);
half_adder HA2(w1, cin, sum, w3);
or U3(cout, w2, w3);
endmodule
module half_adder(A, B, S, C);
input A,B;
output C, S;
and U1 (C, A, B);
xor U2 (S, A, B);
endmodule
==> /design/flow/run.sh <==
#!/bin/bash
# OpenROAD 26Q1-2900-gdf79404cd8, Yosys 0.63+post, stock flow scripts
make -C /OpenROAD-flow-scripts/flow DESIGN_CONFIG=/design/flow/config.mk WORK_HOME=/design/flow/orfs finish
==> /design/flow/config.mk <==
export PLATFORM = sky130hd
export DESIGN_NAME = five_bit_padder
export DESIGN_NICKNAME = five_bit_padder
export VERILOG_FILES = /design/flow/design.v
export SDC_FILE = /design/flow/constraint.sdc
export NUM_CORES = 4
export LEC_CHECK = 1
export CORE_AREA = 10 10 70 70
export DIE_AREA = 0 0 80 80
==> /design/flow/constraint.sdc <==
current_design five_bit_padder

set clk_period 2.8
set clk_io_pct 0.2

create_clock -name clk0 -period $clk_period

set non_clock_inputs [all_inputs -no_clocks]
set_input_delay [expr $clk_period * $clk_io_pct] -clock clk0 $non_clock_inputs
set_output_delay [expr $clk_period * $clk_io_pct] -clock clk0 [all_outputs]
==> impl_metrics.ini <==
; physical design summary
[routing]
diodes = 0
firstDrtPassIters = 1
avgViaCountPerCell = 2.03
drtIter0Drc = 0
drc_errors = 0
drt-wirelength-per-cell_um = 6.91
antenna_left = 0
vias = 158
routed_wl_um = 539

[critical_path]
cp-end-kind = output pin
critPathMaxStageDelay_ns = 0.44
crit_arrival_ns = 2.79
path_common_cell = fa_2
worstPathCellList = buf_6, ha_4, fa_2, fa_2, fa_2, inv_2, fa_2, mux2_4, buf_6
cp.required_ns = 2.24
crit_path_top_delay_cell = fa_2
critPathLaunchType = primary input
crit_type = primary input to output pin
crit_fanout = 2

[grt]
track_usage_pct = 1.48
grt_pass1_wl_um = 765
grt_pass1_vias = 159
grt_max_degree = 3
antenna_found_initial = 0
grt_overflow = 0

[cells_and_area]
regArea_um2 = 0
seq_cell_count = 0
logic_area_um2 = 155
drive_gt1_share_pct = 50.0
num-fill-cells = 408
syn_to_final_growth_pct = 113
final_core_util_pct = 11.8
n_clock_buffer = 0

[flow_run]
warning_count = 37
maxCapViolations = 0

[logic_synthesis]
synthesis.area_um2 = 189
yosys.stat.seqShare_pct = 0
ys_types = 5
syn_avg_cell_area_um2 = 10.5
yosys_area_um2 = 189
yosys_cells = 18
yosys_warnings = 1
syn_inst = 18

[die]
die_w_um = 80
die-area_um2 = 6400
fp_util_pct = 5.53
num_io_pins = 17
die_h_um = 80
coreArea_um2 = 3420
std_cell_rows = 21

[sta]
tightestPinTransition_ns = 0.107
max_freq_ghz = 0.298
rsz0062_at_grt = true
post-route-period-util_pct = 120
hold_viol_final = 0
slew_headroom_pct = 92.9
min_period_ns = 3.35
maxSlewViolCount = 0
setup_viol = 2
timing.setup.tns_ns = -0.838
fin_ws_ns = -0.555

[placed_design]
place_hpwl_um = 543
portBuffers = 17
place.gp.congestion = 0.750

[outcome]
status = complete, but fails checks
violations = negative setup slack

[pwr]
power.leakage_nw = 0.168
irDropWorstVdd_uv = 57.9
power_density_nw_per_um2 = 158

[min_path]
hp-class = primary input to output pin
holdCritStartpoint = A[0]
min_to = S[0]
hold_depth = 3

[clock_network]
post_cts_buffers = 0
-- worst max-delay path, delay by kind of cell --
kind / cells / cell delay, ns
fa+ha+maj: 5 / 1.66
buf+inv: 3 / 0.27
mux: 1 / 0.32
-- Yosys cell counts --
| cell type | count | area share (%) |
|---|---|---|
| inv_1 | 5 | 9.9 |
| mux2_4 | 1 | 7.9 |
| buf_4 | 5 | 20 |
| fa_1 | 4 | 42 |
| ha_1 | 3 | 20 |
-- worst max path at each step --
| stage | startpoint | endpoint | slack [ns] | depth (start not counted) |
|---|---|---|---|---|
| CTS | B[0] | V | -0.57 | 9 |
| global route | B[0] | V | -0.61 | 9 |
| finish | B[0] | V | -0.55 | 9 |
-- final cells by class --
class | count | area share, %
multi-input cells | 8 | 38.5
inverters | 5 | 4.66
repair buffers | 19 | 42.5
well taps | 46 | 14.3
-- power breakdown --
part           internal (mW)  switching, mW
Combinational         0.0445         0.0193
Clock                      0              0
Sequential                 0              0
Total                 0.0445         0.0193
-- cells in the final DEF, fill, tap and decap left out --
master,synthesis,routed
buf_2,0,2
buf_4,5,2
buf_6,0,3
clkbuf_2,0,1
clkdlybuf4s50_1,0,9
dlygate4sd2_1,0,2
fa_2,0,4
ha_1,3,2
ha_4,0,1
inv_1,5,3
inv_2,0,2
mux2_4,1,1
-- metrics by stage --
| step | total power, mW | std cells | instance area, µm² | hold slack [ns] | worst slack (ns) |
|---|---|---|---|---|---|
| 6_report | 0.0638 | 78 | 403 | 1.76 | -0.555 |
| 5_1_grt | 0.0726 | 78 | 403 | 1.78 | -0.613 |
| 4_1_cts | 0.0638 | 78 | 399 | 1.77 | -0.568 |
| 3_5_place_dp | 0.0721 | 78 | 414 | 2.19 | -1.29 |
| 3_3_place_gp | 0.0714 | 78 | 414 | 2.19 | -1.30 |
| 2_1_floorplan | 0.0343 | 18 | 209 | 1.29 | -0.327 |
-- cells by family after synthesis --
family / count (synthesis) / share of synthesized area (%)
buffers and inverters: 10 / 29.8
adder cells (fa/ha/maj): 7 / 62.3
multiplexers: 1 / 7.94
-- what timing repair did --
item                       in CTS  in global routing
hold buffers                    0                  0
resized                        21                  5
pin swaps                       5                  0
setup endpoints to repair       5                  3
-- routing by layer --
layer  track usage (%)  part of all wire, %  up-vias
li1                  -                    -       75
met4                 0                    0        0
met1              1.94                   42       67
met5                 0                    0        -
met2              1.85                   29       16
met3              1.36                   30        0
No activity file was given, so power comes from the tool's default toggle rates.
