==> flow/design.v <==
module cnt(clk, outclk);
input clk;
output outclk;
wire [3:0] wclk;
cnt8 U0 (clk, wclk[0]);
cnt8 U1 (wclk[0], wclk[1]);
cnt8 U2 (wclk[1], wclk[2]);
cnt8 U3 (wclk[2], wclk[3]);
cnt8 U4 (wclk[3], outclk);
endmodule
module cnt8 (clock_c, outclock_c);
input clock_c;
output outclock_c;
reg [2:0] count;
reg wclock;
always@ (posedge clock_c)
	count=count+3'b001;
always@ (count)
begin
wclock = 1'b0;
if (count >=3'b100)
	wclock =~wclock;
else
	wclock = wclock;
end
assign outclock_c = wclock;
endmodule
module mux2to1(a, i0, i1, z);
input a, i0, i1;
output z;
assign z = (~a&i0) | (a&i1);
endmodule
module seg_7(A, a, b, c, d, e, f, g, com);
input [3:0] A;
output a, b, c, d, e, f, g;
output [3:0] com;
assign a = A[3]|A[1]|(A[2]& A[0])|(~A[2]&~A[0]);
assign b = ~A[2]|(A[1]& A[0])|(~A[1]&~A[0]);
assign c = A[2]|~A[1]|A[0];
assign d = A[3]|(A[1]&~A[0])|(~A[2]&A[1])|(~A[2]&~A[0])|(A[2]&~A[1]&A[0]);
assign e = (~A[2]&~A[0])|(A[1]&~A[0]);
assign f = A[3]|(~A[1]&~A[0])|(A[2] &~A[1])|(A[2]&~A[0]);
assign g = A[3]|(A[2]&~A[1])|(~A[2]&A[1])|(A[1]&~A[0]);
assign com=4'b0001;
endmodule
module seg_7_2(a, b, clock, com, data_out);
input [3:0] a, b;
input clock;
output [3:0] com;
output [6:0] data_out;
wire [6:0] data_w1, data_w2;
wire wclock;
cnt C1 (clock, wclock);
seg_7 LSD(a, data_w1[0], data_w1[1], data_w1[2], data_w1[3], data_w1[4], data_w1[5], data_w1[6]);
seg_7 MSD(b, data_w2[0], data_w2[1], data_w2[2], data_w2[3], data_w2[4], data_w2[5], data_w2[6]);
mux2to1 M1 (wclock, data_w1[0], data_w2[0], data_out[0]);
mux2to1 M2 (wclock, data_w1[1], data_w2[1], data_out[1]);
mux2to1 M3 (wclock, data_w1[2], data_w2[2], data_out[2]);
mux2to1 M4 (wclock, data_w1[3], data_w2[3], data_out[3]);
mux2to1 M5 (wclock, data_w1[4], data_w2[4], data_out[4]);
mux2to1 M6 (wclock, data_w1[5], data_w2[5], data_out[5]);
mux2to1 M7 (wclock, data_w1[6], data_w2[6], data_out[6]);
mux2to1 M8 (wclock, 1'b1, 1'b0, com[3]);
mux2to1 M9 (wclock, 1'b0, 1'b1, com[2]);
assign com[1:0] = 2'b00;
endmodule
==> flow/run.sh <==
#!/bin/bash
# OpenROAD 26Q1-2900-gdf79404cd8, Yosys 0.63+post, stock flow scripts
make -C /OpenROAD-flow-scripts/flow DESIGN_CONFIG=/design/flow/config.mk WORK_HOME=/design/flow/orfs finish
==> flow/config.mk <==
export PLATFORM = sky130hd
export DESIGN_NAME = seg_7_2
export DESIGN_NICKNAME = seg_7_2
export VERILOG_FILES = /design/flow/design.v
export SDC_FILE = /design/flow/constraint.sdc
export NUM_CORES = 4
export LEC_CHECK = 1
export CORE_AREA = 10 10 74 74
export DIE_AREA = 0 0 84 84
==> flow/constraint.sdc <==
current_design seg_7_2

set clk_period 1.0
set clk_io_pct 0.2

create_clock -name clk0 -period $clk_period [get_ports {clock}]

set non_clock_inputs [all_inputs -no_clocks]
set_input_delay [expr $clk_period * $clk_io_pct] -clock clk0 $non_clock_inputs
set_output_delay [expr $clk_period * $clk_io_pct] -clock clk0 [all_outputs]
==> Slide: Implementation Results <==
Implementation Results

Outcome
  – Result of the run: finished with violations
  – Violated checks: setup timing

Routing
  – Vias per Instance: 3.75
  – Per-cell routed wire length: 9.96 um
  – Total via count in the routed design: 578
  – Final Routed Wirelength: 1530 um
  – Number of inserted diodes: 0
  – Initial drt markers: 7
  – Drc violations: 0
  – Number of iterations in the first detailed-routing pass: 4
  – Antenna Violating Nets Remaining: 0

Clock network
  – Depth of the CTS H-tree: 1
  – Clock Root Buffer: sky130_fd_sc_hd__clkbuf_8
  – Clock latency on the worst-skew pair: 210 ps
  – TritonCTS clock tree: yes
  – Cts hold-fix bufs: 0
  – Worst-path clk slew: 30 ps
  – CTS buffer count: 3
  – CTS Buffer Depth: 2

STA
  – Timing-limited maximum frequency: 0.869 GHz
  – Min Tclk post-route: 1150 ps
  – Worst Setup Slack, final: -151 ps
  – Count of unclocked register or latch pins: 12
  – Final Max Slew Viols: 0
  – RSZ-0062 raised after global routing: yes
  – Number of unconstrained endpoints: 14
  – Setup-violating endpoint count in the final report: 6
  – Final hold violation count: 0
  – Final setup TNS: -604 ps
  – Final worst-path cycle share: 115%
  – Final clock skew: 0.934 ps

Synth
  – Post-Syn Area per Cell: 9.33 um2
  – Distinct lib cells used: 29
  – Cell count in the Yosys report: 94
  – Main synth FF type: sky130_fd_sc_hd__dfxtp_1
  – Post-synthesis chip area from yosys: 877 um2
  – Cell type contributing the most total cell area after synthesis: sky130_fd_sc_hd__dfxtp_1
  – Top post-synthesis cells by count: sky130_fd_sc_hd__dfxtp_1 (15), sky130_fd_sc_hd__inv_1 (13), sky130_fd_sc_hd__buf_4 (11)
  – Flops & latches, synth: 15
  – Number of warnings issued by yosys: 1
  – Combined area of all synthesized cells: 877 um2
  – Most frequently used cell type in the post-synthesis netlist: sky130_fd_sc_hd__dfxtp_1
  – Post-Syn Instances: 94
  – Number of enable-type register cells in the synthesized netlist: 0
  – Top post-synthesis cells by area: sky130_fd_sc_hd__dfxtp_1 (34%), sky130_fd_sc_hd__ha_1 (14%), sky130_fd_sc_hd__buf_4 (9.4%)
  – Post-synthesis async set-or-reset flop share: 0%
  – Area share of the leading cell type in the synthesized netlist: 34.2%
  – Register area share after synthesis: 34.2%

Pwr
  – Power Density: 607 nW/um2
  – Power consumption: 0.684 mW
  – Peak supply drop: 0.543 mV
  – Pleak: 0.543 nW

GRT
  – Total congestion overflow after global routing: 0
  – Largest net degree at the start of global routing: 9
  – Antenna violations before repair: 0
  – Vias in the first global route: 585
  – First-pass GRT wire length: 2440 um
  – Total routing resource utilization after global routing: 3.92%

Setup path
  – Cell type group with the largest total delay on the critical path: buffers and inverters
  – Cells along the critical path: buf_8, or2b_1, buf_4, a32oi_1, buf_2
  – Arr. time, crit path: 950 ps
  – Max stage delay on crit path: 220 ps
  – Setup slack of the most critical reg-to-reg path: 230 ps
  – Largest driver fanout on the critical path: 4
  – Origin of the critical flop-to-flop path: C1.U0.count[0]
  – Critical Path Sink Type: output port
  – Number of cells on the worst reg-to-reg path: 2
  – Required time of the critical path: 800 ps
  – Buf+Inv Stages, Crit Path: 3
  – Worst path slowest cell: sky130_fd_sc_hd__or2b_1
  – Classification of the worst setup path: in -> out
  – R2r endpoint: C1.U0.count[1]
  – Kind of start point of the critical path: input port

Finish
  – Filler cells: 394
  – Layout cell share with drive strength beyond 1: 34.6%
  – Layout Utilization: 28.4%
  – Area growth from synthesis to layout: 28.5%
  – Post-layout instance area: 1130 um2
  – Combinational gate area: 440 um2
  – Register area: 300 um2

Floorplanning
  – Chip Height: 84 um
  – Die footprint: 7060 um2
  – Placement Rows: 23
  – Die x size: 84 um
  – Effective utilization at floorplan: 22.1%
  – Placeable core region: 3970 um2
  – I/O pins: 20

Place
  – Port Buf Inserts: 17
  – Post-placement worst setup slack: -1010 ps
  – Half-perimeter wire length after placement: 1170 um
  – Last weighted congestion value of the routability-driven placer: 0.863
  – Instance area at placement: 1010 um2

Min path
  – Launch instance of the worst min-delay path: C1.U0.count[0]
  – Path type of the worst min-delay path: reg -> reg
  – Hold Path End: C1.U0.count[0]
  – WHS Path Cells: 1

Run
  – Max-cap violations: 0
  – Total tool warning count: 38
-- state kept, by name, indices dropped and copies added (netlist names) --
register / count
C1.U0.count: 3
C1.U1.count: 3
C1.U2.count: 3
C1.U3.count: 3
C1.U4.count: 3
-- cell families (layout without fill, tap and decap cells) --
kind of cell	count (synthesis)	after routing	share of synthesized area [%]
buf+inv	34	43	22.5
fa+ha+maj	12	12	16.7
xor+xnor	10	10	9.99
other cells	1	2	0.428
mux	1	1	1.14
compound gates	9	9	7.70
flops	15	15	34.2
simple gates	12	12	7.28
-- final cells by class --
cell class / count / area share (%)
well taps: 50 / 5.55
multi-input cells: 46 / 39.1
repair buffers: 25 / 19.9
inverters: 14 / 4.88
clock buffers: 4 / 4.00
flip-flops and latches: 15 / 26.6
-- per-stage QoR --
step / hold slack [ps] / cells
6_report: 405 / 154
5_1_grt: 420 / 154
4_1_cts: 407 / 154
3_5_place_dp: 395 / 147
3_3_place_gp: 387 / 147
2_1_floorplan: 380 / 95
-- worst max path at each step --
stage,start,end,slack (ps),depth (start not counted)
after CTS,a[2],data_out[0],-170,6
after global routing,a[2],data_out[3],-210,5
final,b[1],data_out[6],-150,5
-- routing by layer --
metal / part of all wire, % / up-vias / track usage [%]
met4: 1.1 / 0 / 0.761
met3: 8.1 / 2 / 1.28
met2: 43 / 18 / 6.69
li1: - / 293 / -
met1: 48 / 265 / 4.69
met5: 0 / - / 0
-- repair_timing --
item,4_1_cts,5_1_grt
setup endpoints to repair,7,7
gates resized,72,7
pin swaps,11,7
setup buffers,3,0
-- cells in the final DEF (no fill, tap or decap), types with 2 or more instances in the layout --
master / count
sky130_fd_sc_hd__buf_6: 6
sky130_fd_sc_hd__a32oi_1: 2
sky130_fd_sc_hd__clkdlybuf4s50_1: 2
sky130_fd_sc_hd__nor3_1: 2
sky130_fd_sc_hd__maj3_2: 2
sky130_fd_sc_hd__buf_4: 5
sky130_fd_sc_hd__buf_8: 3
sky130_fd_sc_hd__dfxtp_1: 15
sky130_fd_sc_hd__conb_1: 2
sky130_fd_sc_hd__or2b_1: 2
sky130_fd_sc_hd__nor2_4: 2
sky130_fd_sc_hd__xnor2_2: 2
sky130_fd_sc_hd__inv_1: 13
sky130_fd_sc_hd__buf_2: 7
sky130_fd_sc_hd__ha_1: 10
sky130_fd_sc_hd__a31oi_1: 2
sky130_fd_sc_hd__clkbuf_8: 3
sky130_fd_sc_hd__xor2_1: 7
-- where the power goes --
part / switching [mW] / internal [mW]
clock: 0.0778 / 0.272
combinational: 0.0873 / 0.127
sequential: 0 / 0.121
total: 0.165 / 0.519
No activity file was given, so power comes from the tool's default toggle rates.
