==> flow/config.mk <==
export PLATFORM = sky130hd
export DESIGN_NAME = seg_7_2_5bit
export DESIGN_NICKNAME = seg_7_2_5bit
export VERILOG_FILES = /design/flow/design.v
export SDC_FILE = /design/flow/constraint.sdc
export NUM_CORES = 4
export LEC_CHECK = 1
export CORE_AREA = 10 10 70 70
export DIE_AREA = 0 0 80 80
==> flow/constraint.sdc <==
current_design seg_7_2_5bit

set clk_period 1.0
set clk_io_pct 0.2

create_clock -name clk0 -period $clk_period [get_ports {clock}]

set non_clock_inputs [all_inputs -no_clocks]
set_input_delay [expr $clk_period * $clk_io_pct] -clock clk0 $non_clock_inputs
set_output_delay [expr $clk_period * $clk_io_pct] -clock clk0 [all_outputs]
==> flow/design.v <==
module cnt(clk, outclk);
input clk;
output outclk;
wire [3:0] wclk;
cnt8 U0 (clk, wclk[0]);
cnt8 U1 (wclk[0], wclk[1]);
cnt8 U2 (wclk[1], wclk[2]);
cnt8 U3 (wclk[2], wclk[3]);
cnt8 U4 (wclk[3], outclk);
endmodule
module cnt8 (clock_c, outclock_c);
input clock_c;
output outclock_c;
reg [2:0] count;
reg wclock;
always@ (posedge clock_c)
	count=count+3'b001;
always@ (count)
begin
wclock = 1'b0;
if (count >=3'b100)
	wclock =~wclock;
else
	wclock = wclock;
end
assign outclock_c = wclock;
endmodule
module mux2to1(a, i0, i1, z);
input a, i0, i1;
output z;
assign z = (~a&i0) | (a&i1);
endmodule
module seg_7(A, a, b, c, d, e, f, g, com);
input [3:0] A;
output a, b, c, d, e, f, g;
output [3:0] com;
assign a = A[3]|A[1]|(A[2]& A[0])|(~A[2]&~A[0]);
assign b = ~A[2]|(A[1]& A[0])|(~A[1]&~A[0]);
assign c = A[2]|~A[1]|A[0];
assign d = A[3]|(A[1]&~A[0])|(~A[2]&A[1])|(~A[2]&~A[0])|(A[2]&~A[1]&A[0]);
assign e = (~A[2]&~A[0])|(A[1]&~A[0]);
assign f = A[3]|(~A[1]&~A[0])|(A[2] &~A[1])|(A[2]&~A[0]);
assign g = A[3]|(A[2]&~A[1])|(~A[2]&A[1])|(A[1]&~A[0]);
assign com=4'b0001;
endmodule
module seg_7_2_5bit(A, clock, com, data_out);
input [4:0] A;
input clock;
output [3:0] com;
output [6:0] data_out;
wire [6:0] data_w1, data_w2;
wire wclock;
cnt C1 (clock, wclock);
seg_7 LSD(a, data_w1[0], data_w1[1], data_w1[2], data_w1[3], data_w1[4], data_w1[5], data_w1[6]);
seg_7 MSD(a, data_w2[0], data_w2[1], data_w2[2], data_w2[3], data_w2[4], data_w2[5], data_w2[6]);
mux2to1 M1 (wclock, data_w1[0], data_w2[0], data_out[0]);
mux2to1 M2 (wclock, data_w1[1], data_w2[1], data_out[1]);
mux2to1 M3 (wclock, data_w1[2], data_w2[2], data_out[2]);
mux2to1 M4 (wclock, data_w1[3], data_w2[3], data_out[3]);
mux2to1 M5 (wclock, data_w1[4], data_w2[4], data_out[4]);
mux2to1 M6 (wclock, data_w1[5], data_w2[5], data_out[5]);
mux2to1 M7 (wclock, data_w1[6], data_w2[6], data_out[6]);
mux2to1 M8 (wclock, 1'b1, 1'b0, com[3]);
mux2to1 M9 (wclock, 1'b0, 1'b1, com[2]);
assign com[1:0] = 2'b00;
endmodule
==> flow/run.sh <==
#!/bin/bash
# OpenROAD 26Q1-2900-gdf79404cd8, Yosys 0.63+post, stock flow scripts
make -C /OpenROAD-flow-scripts/flow DESIGN_CONFIG=/design/flow/config.mk WORK_HOME=/design/flow/orfs finish
==> run summary <==
run metrics: Die H=80 um, H-tree levels=1, GR Util All Layers=0.01889, largest net degree at the start of global routing=5, chip area=6400 um^2, Critical Path Fanout Max=2, fmax=1289 MHz, Residual DRC=0, #FFs+latches synth=15, WS Path Type=flop to flop, floorplan-stage core utilization=0.1813, CP Capture Point=C1.U0.count[1], crit-path cells=inv_1 -> ha_1, Latency at later pin=approximately 0.23 ns, vias in the first global route=between 200 and 300, Hold Crit Class=flop to flop, Setup Fix Bufs, Post-CTS=0, syn avg cell area=10.50 um^2, Placeable Area=3416 um^2, Final Skew=0.002323 ns, R2R depth=2, Seq/Total Area, Yosys=0.4848, Critical Path Sink Type=flop, CP startpoint kind=flop, Log Warnings=40, worst hold margin=0.4069 ns, Post-Syn Area=619.3 um^2, Worst R2R End=C1.U0.count[1], ys cells=59, Area Growth Syn to Fin=4.647%, Worst EP arrival=0.89 ns, cycle use final=0.7759, WL per Instance=about 5.6 um, yosys stat area=619.3 um^2, first-pass GRT wire length=1048 um, final design utilization=0.1897, Post-Synthesis Cells=59, RD Place Congestion=0.6758, root buf cell=clkbuf_4, YS warnings=5, Pleak=~0.34 nW, Cell Rows=21, Max-cap violations=0, flop-to-flop setup slack=about 0.22 ns, maximum vdd drop=between 0.4 and 0.5 mV, fin. max-slew vios=0, unrepaired setup endpoints after global routing=no, endpoints left unconstrained=14, initial antenna violation count=0, Boundary Pins=17, ANT nets after route=0, CTS resizes=0, Unique cell types=7, clock transition at the registers of the reported paths=0.04 ns, die x size=~80 um, Via Count=260, 1st-iter DRT viols=1, Worst EP required=approximately 1.1 ns, Pwr Density=509.3 nW/um^2, status=complete, no violations, fillers=370, Num CTS Buffers=3, Fin. Hold Viols=0, minimum period implied by the final worst setup slack=0.7759 ns, antenna cells=0, hold buffers post-CTS=0, slowest stage cell, crit path=dfxtp_1, Crit path max-delay family=flip-flops, WP buf/inv=1, gr ovfl total=0, TritonRoute pass-1 iters=2, Worst Setup SP=C1.U0.count[0], drt via density=2.549, Critical Path Stages=2, layout cells sized above 1=0.05357, slowest stage delay, CP=0.33 ns, final setup violation count=0, CTS max path bufs=2, drt total wl=567 um, Port Buffers=2, RR Startpoint=C1.U0.count[0], CTS tree=built, register pins left without a clock=12, dpl hpwl=509 um, final setup TNS=0 ns
## worst reg2reg max path: stages (launching register included)
cell	delay [ns]
dfxtp_1	0.33
inv_1	0.06
ha_1	0.28
## cell families (layout without fill, tap and decap cells)
kind of cell               Yosys count  count (layout)  synth area share
DFF                                 15              15            0.4849
other                                2               9           0.01213
adders and majority gates           10              10            0.2020
buffers and inverters               27              17            0.2303
xor gates and xnor gates             5               5           0.07070
## flip-flops by register name, indices dropped and copies added (netlist names)
| signal | flops |
|---|---|
| C1.U1.count | 3 |
| C1.U4.count | 3 |
| C1.U0.count | 3 |
| C1.U3.count | 3 |
| C1.U2.count | 3 |
## metrics by stage
| step | setup slack [ns] | total power (W) | instances | cell area (um^2) |
|---|---|---|---|---|
| 2_1_floorplan | 0.2608 | 0.0001471 | 66 | 645.6 |
| 3_3_place_gp | 0.2525 | 0.0001261 | 98 | 621.8 |
| 3_5_place_dp | 0.2241 | 0.0001254 | 98 | 621.8 |
| 4_1_cts | 0.2141 | 0.0003460 | 102 | 648.1 |
| 5_1_grt | 0.1788 | 0.0003509 | 102 | 648.1 |
| 6_report | 0.2241 | 0.0003301 | 102 | 648.1 |
## power breakdown
group	total, W	switching [W]	leakage (nW)	internal (W)
clock network	0.000208	0.0000585	0.0150	0.000149
logic	0.00000192	0.00000192	0.201	0
registers	0.000120	0	0.121	0.000120
total	0.000330	0.0000604	0.337	0.000270
## synth_stat cells
cell type / number / area [um^2]
dfxtp_1: 15 / 300.3
xor2_1: 5 / 43.79
clkbuf_1: 5 / 18.77
conb_1: 2 / 7.510
ha_1: 10 / 125.1
buf_4: 11 / 82.58
inv_1: 11 / 41.29
## routing by layer
metal / global-route usage / wire [um] / up-vias
li1: - / - / 132
met1: 0.01561 / 199 / 125
met2: 0.03852 / 331 / 3
met3: 0.006818 / 36 / 0
met4: 0.007042 / 0 / 0
met5: 0 / 0 / -
## worst min-delay path by stage
stage / startpoint / to / depth (start not counted)
after CTS: C1.U0.count[0] / C1.U0.count[0] / 1
after global routing: C1.U0.count[0] / C1.U0.count[0] / 1
final: C1.U0.count[0] / C1.U0.count[0] / 1
## cell usage in the layout (no fill, tap or decap), drive strengths merged
cell type and n:
xor2 5, inv 11, dfxtp 15, ha 10
clkbuf 4, clkdlybuf4s50 2, conb 9
## final cells by class
class	instances	area (um^2)	area share
clock buffers	4	26.28	0.04054
inverters	11	41.29	0.06371
multi-input cells	24	202.7	0.3127
flip-flops and latches	15	300.3	0.4633
well taps	46	57.56	0.08880
repair buffers	2	20.02	0.03089
No activity file was given, so power comes from the tool's default toggle rates.
